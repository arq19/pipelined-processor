==> design.v <==
module adder #(parameter N = 64)
				(input logic [N-1:0] a, b,
				output logic [N-1:0] y);
	assign y = a + b;
endmodule
module alu #(parameter N = 64)
			 (input logic [N-1:0] a, b,
			  input logic  [3:0] ALUControl,
			 output logic [N-1:0] result,
			 output logic zero);
	logic [N-1:0] res;
	always_comb begin
		case(ALUControl)
			4'b0000: res = a & b;
			4'b0001: res = a | b;
			4'b0010: res = a + b;
			4'b0110: res = a - b;
			4'b0111: res = b;
			4'b1100: res = ~(a | b);
			4'b1111: res = b;
			default: res = a;
		endcase
		result = res;
		zero = ~|res + &ALUControl;
	end
endmodule
module datapath #(parameter N = 64)
					(input logic reset, clk,
					input logic reg2loc,									
					input logic AluSrc,
					input logic [3:0] AluControl,
					input logic	Branch,
					input logic memRead,
					input logic memWrite,
					input logic regWrite,	
					input logic memtoReg,									
					input logic [31:0] IM_readData,
					input logic [N-1:0] DM_readData,
					output logic [N-1:0] IM_addr, DM_addr, DM_writeData,
					output logic DM_writeEnable, DM_readEnable );					
	logic PCSrc;
	logic [N-1:0] PCBranch_E, aluResult_E, writeData_E, writeData3; 
	logic [N-1:0] signImm_D, readData1_D, readData2_D;
	logic zero_E;
	logic [95:0] qIF_ID;
	logic [270:0] qID_EX;
	logic [202:0] qEX_MEM;
	logic [134:0] qMEM_WB;
	fetch 	#(64) 	FETCH 	(.PCSrc_F(PCSrc),
										.clk(clk),
										.reset(reset),
										.PCBranch_F(qEX_MEM[197:134]),
										.imem_addr_F(IM_addr));								
	flopr 	#(96)		IF_ID 	(.clk(clk),
										.reset(reset), 
										.d({IM_addr, IM_readData}),
										.q(qIF_ID));
	decode 	#(64) 	DECODE 	(.regWrite_D(qMEM_WB[134]),
										.reg2loc_D(reg2loc), 
										.clk(clk),
										.writeData3_D(writeData3),
										.instr_D(qIF_ID[31:0]), 
										.signImm_D(signImm_D), 
										.readData1_D(readData1_D),
										.readData2_D(readData2_D),
										.wa3_D(qMEM_WB[4:0]));				
	flopr 	#(271)	ID_EX 	(.clk(clk),
										.reset(reset), 
										.d({AluSrc, AluControl, Branch, memRead, memWrite, regWrite, memtoReg,	
											qIF_ID[95:32], signImm_D, readData1_D, readData2_D, qIF_ID[4:0]}),
										.q(qID_EX));	
	execute 	#(64) 	EXECUTE 	(.AluSrc(qID_EX[270]),
										.AluControl(qID_EX[269:266]),
										.PC_E(qID_EX[260:197]), 
										.signImm_E(qID_EX[196:133]), 
										.readData1_E(qID_EX[132:69]), 
										.readData2_E(qID_EX[68:5]), 
										.PCBranch_E(PCBranch_E), 
										.aluResult_E(aluResult_E), 
										.writeData_E(writeData_E), 
										.zero_E(zero_E));											
	flopr 	#(203)	EX_MEM 	(.clk(clk),
										.reset(reset), 
										.d({qID_EX[265:261], PCBranch_E, zero_E, aluResult_E, writeData_E, qID_EX[4:0]}),
										.q(qEX_MEM));	
	memory				MEMORY	(.Branch_W(qEX_MEM[202]), 
										.zero_W(qEX_MEM[133]), 
										.PCSrc_W(PCSrc));
	assign DM_writeData = qEX_MEM[68:5];
	assign DM_addr = qEX_MEM[132:69];
	assign DM_writeEnable = qEX_MEM[200];
	assign DM_readEnable = qEX_MEM[201];
	flopr 	#(135)	MEM_WB 	(.clk(clk),
										.reset(reset), 
										.d({qEX_MEM[199:198], qEX_MEM[132:69],	DM_readData, qEX_MEM[4:0]}),
										.q(qMEM_WB));
	writeback #(64) 	WRITEBACK (.aluResult_W(qMEM_WB[132:69]), 
										.DM_readData_W(qMEM_WB[68:5]), 
										.memtoReg(qMEM_WB[133]), 
										.writeData3_W(writeData3));		
endmodule
module decode #(parameter N = 64)
					(input logic regWrite_D, reg2loc_D, clk,
					input logic [N-1:0] writeData3_D,
					input logic [31:0] instr_D,
					output logic [N-1:0] signImm_D, readData1_D, readData2_D, 
					input logic [4:0] wa3_D);  
	logic [4:0] ra2;			
	mux2 	#(5) 	ra2mux	(.d0(instr_D[20:16]), .d1(instr_D[4:0]), .s(reg2loc_D), .y(ra2));
	regfile 		registers(.clk(clk), .we3(regWrite_D), .ra1(instr_D[9:5]), .ra2(ra2), .wa3(wa3_D), 
								 .wd3(writeData3_D), .rd1(readData1_D), .rd2(readData2_D));
	signext 		ext		(.a(instr_D), .y(signImm_D));	
endmodule
module execute #(parameter N = 64)
					(input logic AluSrc,
					 input logic  [3:0] AluControl,
					 input logic [N-1:0] PC_E, signImm_E,
					 input logic [N-1:0] readData1_E, readData2_E,
					output logic [N-1:0] PCBranch_E, aluResult_E, writeData_E,
					output logic zero_E);
	logic [N-1:0] SHIFT_OUT, MUX_OUT;
	adder #N ADD(PC_E, SHIFT_OUT, PCBranch_E);
	sl2   #N LSHIFT2(signImm_E, SHIFT_OUT);
	alu   #N ALU(readData1_E, MUX_OUT, AluControl, aluResult_E, zero_E);
	mux2  #N MUX(readData2_E, signImm_E, AluSrc, MUX_OUT);
	assign writeData_E = readData2_E;
endmodule
module fetch #(parameter N = 64)
				(input logic PCSrc_F, clk, reset,
				 input logic [N-1:0] PCBranch_F,
				output logic [N-1:0] imem_addr_F);
	logic [N-1:0] ADDER_OUT, MUX_OUT, PC_OUT;
	mux2  #N MUX(ADDER_OUT, PCBranch_F, PCSrc_F, MUX_OUT);
	flopr #N PC(MUX_OUT, clk, reset, PC_OUT);
	adder #N ADD(PC_OUT, {{(N-3){1'b0}}, 3'd4}, ADDER_OUT);
	assign imem_addr_F = PC_OUT;
endmodule
module flopr #(parameter N = 64)
	(input logic [N-1:0] d,
	 input logic clk, reset,
	output logic [N-1:0] q);
	always_ff @(posedge clk, posedge reset)
		if (reset) q <= '0;
		else q <= d;
endmodule
module memory 	(input logic Branch_W, zero_W,					
					output logic PCSrc_W);
	assign PCSrc_W = Branch_W & zero_W;
endmodule
module mux2 #(parameter N = 64)
				(input logic [N-1:0] d0, d1,
				input logic s,
				output logic [N-1:0] y);
	assign y = s ? d1 : d0;
endmodule
module regfile(input logic clk, we3,
					input logic [4:0] ra1, ra2, wa3,
					input logic [63:0] wd3,
				  output logic [63:0] rd1, rd2);
	logic [63:0] regs [32] = '{0, 1, 2, 3, 4, 5, 6, 7, 8, 9, 10, 11,
									  12, 13, 14, 15, 16, 17, 18, 19, 20, 21,
									  22, 23, 24, 25, 26, 27, 28, 29, 30, 0};
	always_ff @(posedge clk) begin
		if (we3 && wa3 !== 31)
			regs[wa3] <= wd3;
	end
	always_comb begin
		if (wa3 == ra1 && we3 && wa3 !== 31) rd1 = wd3;
		else rd1 = regs[ra1];
		if (wa3 == ra2 && we3 && wa3 !== 31) rd2 = wd3;
		else rd2 = regs[ra2];
	end
endmodule
module signext(input logic [31:0] a,
				  output logic [63:0] y); 
	logic [10:0] opcode;
	always_comb begin
		opcode = a[31:21];
		casez(opcode)
			11'b101_1010_????: y = {{46{a[23]}}, a[22: 5]};  
			11'b111_1100_00?0: y = {{56{a[20]}}, a[19:12]};  
			11'b100_1000_100?: y = {{53{a[21]}}, a[20:10]};  
			default: y = '0;
		endcase
	end
endmodule
module sl2 #(parameter N = 64)
				(input logic [N-1:0] a,					
				output logic [N-1:0] y);
	assign y[0] = 1'b0;
	assign y[1] = 1'b0;
	assign y[63:2] = a[61:0];
endmodule
module writeback #(parameter N = 64)
					(input logic [N-1:0] aluResult_W, DM_readData_W,
					input logic memtoReg,
					output logic [N-1:0] writeData3_W);					
	mux2 #(64) MtoRmux (.d0(aluResult_W), .d1(DM_readData_W), .s(memtoReg), .y(writeData3_W));
endmodule
==> run.sh <==
#!/bin/bash
# OpenROAD 26Q1-2900-gdf79404cd8, Yosys 0.63+post, stock flow scripts
make -C /OpenROAD-flow-scripts/flow DESIGN_CONFIG=/design/flow/config.mk WORK_HOME=/design/flow/orfs finish
==> config.mk <==
export PLATFORM = sky130hd
export DESIGN_NAME = datapath
export DESIGN_NICKNAME = datapath
export VERILOG_FILES = /design/flow/design.v
export SDC_FILE = /design/flow/constraint.sdc
export NUM_CORES = 4
export LEC_CHECK = 1
export CORE_UTILIZATION = 50
export SYNTH_HDL_FRONTEND = slang
==> constraint.sdc <==
current_design datapath

set clk_period 40.3
set clk_io_pct 0.2

create_clock -name clk0 -period $clk_period [get_ports {clk}]

set non_clock_inputs [all_inputs -no_clocks]
set_input_delay [expr $clk_period * $clk_io_pct] -clock clk0 $non_clock_inputs
set_output_delay [expr $clk_period * $clk_io_pct] -clock clk0 [all_outputs]
==> ci_impl_report.md <==
## Implementation flow summary

| Metric | Value |
|---|---|
| LEAKAGE | `53.1 nW` |
| Cell Rows | `~190` |
| PortBufs | `302` |
| H-tree depth | `5` |
| RSZ-0062 raised after global routing | `no` |
| Crit path buf inv count | `6` |
| Total grt overflow | `0` |
| ANT nets after route | `0` |
| Global-route wire length before repair | `637 mm` |
| Crit path top cell by count | `buf_4` |
| Die ar. | `265000 um2` |
| Clock transition at path regs | `0.06 ns` |
| Crit path DRT | `41.09 ns` |
| Placer congestion estimate | `roughly 0.99` |
| Clock sinks | `2772` |
| P&R area growth vs syn | `13.4%` |
| Placed wire-length estimate | `~280 mm` |
| Clock power share | `38.9%` |
| Pin count of the biggest net entering global routing | `around 92` |
| Cts repair resizes | `0` |
| Pwr dens | `48.6 nW/um2` |
| Crit Path Max Fanout | `33` |
| Power share of the combinational group | `around 14%` |
| Hold-fix buffers at CTS | `0` |
| Synth warnings | `0` |
| Syn avg cell area | `15.7 um2` |
| Number of fill cells | `19700` |
| Critical Path, Cell by Cell | `clkdlybuf4s50_1 -> mux2i_4 -> buf_4 -> buf_4 -> buf_4 -> buf_4 -> buf_4 -> mux4_2 -> nand2_1 -> and3_1 -> a311oi_1 -> a31oi_1 -> mux2i_1` |
| Register area | `79600 um2` |
| Origin of the critical flop-to-flop path | `ID_EX.q[270]` |
| Top cells by area | `edfxtp_1 47%, mux4_2 20%, dfrtp_1 14%` |
| Sw Share | `26.6%` |
| Yosys cell count | `between 8000 and 9000` |
| Most common library cells after synthesis | `2048 x edfxtp_1, 1152 x mux4_2, 869 x nand2_1, 724 x dfrtp_1, 429 x clkbuf_1` |
| Critical path origin | `reg2loc` |
| Post-Syn Instances | `8390` |
| Root Buffer | `clkbuf_16` |
| Initial antenna violation count | `25` |
| VDD IR-drop max | `50.9 uV` |
| Drt pass-1 iters | `7` |
| Final setup vio count | `0` |
| Ys async rst share | `26.1%` |
| Clock buffer depth | `4` |
| DIE HEIGHT | `515 um` |
| Max-slew violations | `0` |
| Total tool warning count | `28` |
| Setup Skew | `between 0.06 and 0.07 ns` |
| Endpoints failing hold | `0` |
| Maxcap violations | `0` |
| Ys flops | `2772` |
| Skew-Pair Late Insertion Delay | `0.93 ns` |
| Crit Path Class | `input pin to flip-flop` |
| DRC errors left | `0` |
| Tcrit/Tclk final | `32.2%` |
| Slew headroom | `20.0%` |
| Min Tclk post-route | `12.98 ns` |
| CTS Buf Count | `around 300` |
| Via count | `82600` |
| Routed wire length on met2 | `197 mm` |
| GRT Total Usage | `between 30% and 40%` |
| Layout cells sized above 1 | `23.3%` |
| CORE AREA | `262000 um2` |
| Wire length on met1 | `138 mm` |
| Max-area cell share | `46.7%` |
| Flip-flops with a built-in enable | `2048` |
| Critical path capture point type | `flip-flop` |
| Worst slew pin tran | `1.19 ns` |
| Arr. time, crit path | `13.77 ns` |
| Top sig layer | `met5` |
| Gate Area | `49000 um2` |
| Vias per inst | `6.64` |
| Total Wirelength | `roughly 450 mm` |
| HP Class | `flip-flop to flip-flop` |
| CP top delay family | `buffers and inverters` |
| Met3 routed WL | `87.9 mm` |
| Cell area after synthesis | `132000 um2` |
| Post-synth top area cell | `edfxtp_1` |
| Chip area line of the yosys report | `approximately 130000 um2` |
| Min-delay src | `IF_ID.q[58]` |
| Num ports | `303` |
| Setup TNS | `0 ns` |
| Most used DFF post-synth | `edfxtp_1` |
| Post-CTS Setup Bufs | `0` |
| Vias in the first global route | `88200` |
| Fmax achieved | `0.0770 GHz` |
| Largest stage delay, worst path | `0.98 ns` |
| Number of DRC markers in iteration 0 | `6312` |
| Seq share, synth | `60.5%` |
| NetSw | `1.93 mW` |
| WL/cell | `35.8 um` |
| Die Wd | `a little over 500 um` |
| Initial core utilization | `50.2%` |
| Internal | `5.32 mW` |
| Crit start category | `input pin` |
| Hold slack | `0.346 ns` |
| CTS tree | `done` |
| Most frequent cell after synthesis | `edfxtp_1` |
| Slowest CP cell | `clkdlybuf4s50_1` |
| Sequential Power Share | `46.8%` |
| Status | `completed` |
| Unique masters post-synth | `110` |
-- registers in the layout, summed over array words and instances, names as in the netlist --
register,flops
DECODE.registers.regs,2048
IF_ID.q,96
EX_MEM.q,203
ID_EX.q,226
FETCH.PC.q,64
MEM_WB.q,135
-- power groups by stage --
stage,clock network [mW],registers (mW),logic (mW)
CTS,2.86,3.39,1.02
global route,2.97,3.41,1.11
finish,2.82,3.40,1.03
-- final cells by class --
cell class                 instances  share of cell area, %
antenna                           18                 0.0302
clock buffer                     402                   5.57
clock inverter                   149                   1.22
inverter                         124                  0.317
multi-input combinational       4844                   32.8
sequential                      2772                   53.4
tap                             3515                   2.95
timing repair buffer             618                   3.72
-- cells by family after synthesis --
| group | synth area share [%] |
|---|---|
| muxes | 21.1 |
| and+or+nand+nor | 6.22 |
| DFF | 60.5 |
| adders and majority gates | 1.25 |
| AOI/OAI and AO/OA | 6.64 |
| buffers and inverters | 2.82 |
| other | 0.00285 |
| xor gates and xnor gates | 1.52 |
-- per-layer routing --
metal	vias up	GRT usage, %
met1	41300	46.7
met2	6368	51.2
li1	33900	-
met5	-	7.31
met4	46	12.4
met3	1029	30.3
-- layout by cell type (no fill, tap or decap), types with 90 or more instances in the layout --
master / instances
nor2b_1: 92
a21o_1: 90
nor2_1: 173
clkdlybuf4s50_1: 302
inv_1: 122
nand3_1: 196
buf_4: 303
clkbuf_16: 306
and3_1: 91
mux4_2: 1152
a21oi_1: 320
xor2_1: 102
edfxtp_1: 2048
ha_1: 128
xnor2_1: 124
o21ai_0: 289
nand2_1: 868
dfrtp_1: 712
mux2i_1: 137
-- stage by stage --
step | cells | cell area, um2 | setup WS (ns) | total power, mW | utilization (%)
2_1_floorplan | 8453 | 132000 | 11.93 | 4.01 | -
3_3_place_gp | 11900 | 139000 | 26.34 | 4.46 | 53.1
3_5_place_dp | 11900 | 139000 | 26.31 | 4.46 | 53.1
4_1_cts | 12400 | 149000 | 27.26 | 7.27 | 56.9
5_1_grt | 12400 | 149000 | 26.83 | 7.48 | 57.0
6_report | 12400 | 149000 | 27.32 | 7.25 | 57.0
-- final timing paths --
path / end / slack, ns / cells after the start
worst max-delay path: ID_EX.q[49] / 27.32 / 13
min in group asynchronous: MEM_WB.q[125] / 7.64 / 2
max in group asynchronous: EX_MEM.q[15] / 28.96 / 7
worst max register to register: EX_MEM.q[133] / 31.33 / 22
worst min register to register: ID_EX.q[223] / 0.35 / 0
worst min-delay path: ID_EX.q[223] / 0.35 / 0
Power figures rest on the tool's default switching activity, not on a simulated workload.
