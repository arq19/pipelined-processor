`design.v`:
```
module aludec (input  logic [10:0] funct,
					input  logic [1:0]  aluop,
					output logic [3:0] alucontrol);
	always_comb
		if (aluop == 2'b00) alucontrol = 4'b0010;			 
		else if (aluop == 2'b01) alucontrol = 4'b0111; 	 
		else if (aluop == 2'b11) alucontrol = 4'b1111; 	 
		else if(aluop == 2'b10)
			casez(funct)
				11'b1001000100?: alucontrol = 4'b0010;	 
				11'b10001011000: alucontrol = 4'b0010;	 
				11'b11001011000: alucontrol = 4'b0110;	 
				11'b10001010000: alucontrol = 4'b0000;	 
				11'b10101010000: alucontrol = 4'b0001;	 
				default: alucontrol = 4'b0000;
			endcase
		else alucontrol = 4'b0000;
endmodule
module controller(input logic [10:0] instr,
						output logic [3:0] AluControl,						
						output logic reg2loc, regWrite, AluSrc, Branch,
											memtoReg, memRead, memWrite);
	logic [1:0] AluOp_s;
	maindec 	decPpal 	(.Op(instr), 
							.Reg2Loc(reg2loc), 
							.ALUSrc(AluSrc), 
							.MemtoReg(memtoReg), 
							.RegWrite(regWrite), 
							.MemRead(memRead), 
							.MemWrite(memWrite), 
							.Branch(Branch), 
							.ALUOp(AluOp_s));	
	aludec 	decAlu 	(.funct(instr), 
							.aluop(AluOp_s), 
							.alucontrol(AluControl));
endmodule
module maindec( input logic [10:0] Op,
					output logic Reg2Loc, ALUSrc,
					output logic MemtoReg, RegWrite, 
					output logic MemRead, MemWrite, Branch,
					output logic [1:0] ALUOp);
	always_comb
		casez(Op)
				11'b111_1100_0010:  
					{Reg2Loc, ALUSrc, MemtoReg, RegWrite,
					 MemRead, MemWrite, Branch, ALUOp} = 9'b011110000;
				11'b111_1100_0000:  
					{Reg2Loc, ALUSrc, MemtoReg, RegWrite,
					 MemRead, MemWrite, Branch, ALUOp} = 9'b110001000;
				11'b101_1010_0???:  
					{Reg2Loc, ALUSrc, MemtoReg, RegWrite,
					 MemRead, MemWrite, Branch, ALUOp} = 9'b100000101;
				11'b101_1010_1???:  
					{Reg2Loc, ALUSrc, MemtoReg, RegWrite,
					 MemRead, MemWrite, Branch, ALUOp} = 9'b100000111;
				11'b1?0_0101_1000:  
					{Reg2Loc, ALUSrc, MemtoReg, RegWrite,
					 MemRead, MemWrite, Branch, ALUOp} = 9'b000100010;
				11'b10?_0101_0000:  
					{Reg2Loc, ALUSrc, MemtoReg, RegWrite,
					 MemRead, MemWrite, Branch, ALUOp} = 9'b000100010;
				11'b100_1000_100?:  
					{Reg2Loc, ALUSrc, MemtoReg, RegWrite,
					 MemRead, MemWrite, Branch, ALUOp} = 9'b010100010;
				default:
					{Reg2Loc, ALUSrc, MemtoReg, RegWrite,
					 MemRead, MemWrite, Branch, ALUOp} = 9'b0;
		endcase
endmodule
```
`run.sh`:
```
#!/bin/bash
# OpenROAD 26Q1-2900-gdf79404cd8, Yosys 0.63+post, stock flow scripts
make -C /OpenROAD-flow-scripts/flow DESIGN_CONFIG=/design/flow/config.mk WORK_HOME=/design/flow/orfs finish
```
`config.mk`:
```
export PLATFORM = sky130hd
export DESIGN_NAME = controller
export DESIGN_NICKNAME = controller
export VERILOG_FILES = /design/flow/design.v
export SDC_FILE = /design/flow/constraint.sdc
export NUM_CORES = 4
export LEC_CHECK = 1
export CORE_AREA = 10 10 70 70
export DIE_AREA = 0 0 80 80
export SYNTH_HDL_FRONTEND = slang
```
`constraint.sdc`:
```
current_design controller

set clk_period 1.6
set clk_io_pct 0.2

create_clock -name clk0 -period $clk_period

set non_clock_inputs [all_inputs -no_clocks]
set_input_delay [expr $clk_period * $clk_io_pct] -clock clk0 $non_clock_inputs
set_output_delay [expr $clk_period * $clk_io_pct] -clock clk0 [all_outputs]
```
==> Changelog: implementation <==
### Implementation results

* Total routing resource utilization after global routing at 0.0363
* Antenna Cells at 0
* 1st-iter DRT viols at 17
* Element type at the critical path end: primary output
* Cell Area, Synth at around 180 sq um
* Chip Area, Yosys at ~180 sq um
* Avg Inst Size Synth at 6.57 sq um
* Std-Cell Core Area at 3420 sq um
* Number of placement rows at 21
* Max VDD drop at ~0.028 mV
* Post-layout period usage at 1.09
* Worst hold path type: input pin to primary output
* Fraction of layout cells with a size suffix above 1 at 0.800
* Placer Congestion at 0.809
* Top cells by count, synth: sky130_fd_sc_hd__nand2_1 (4), sky130_fd_sc_hd__nor2_1 (4), sky130_fd_sc_hd__inv_1 (3), sky130_fd_sc_hd__nand4_1 (3)
* Count of pins on the block boundary at 22
* Clock buffer count in the final layout at 0
* Max Freq at approximately 580 MHz
* Routed met3 length at roughly 130 um
* Die X-Extent at ~80 um
* Antenna violation net count after detailed routing at 0
* Cell area after layout at 673 sq um
* Share of the yosys chip area belonging to registers at 0
* Via count of the routed design at 401
* Tally of unique sky130hd cells used after synthesis at 15
* Yosys synthesis warning count at 0
* Clock period minus worst slack at between 1500 and 2000 ps
* Largest net degree at the start of global routing at 7
* Count of mapped cells out of synthesis at 28
* Vertical extent of the die at approximately 80 um
* Number of warning messages in the logs at 34
* Max-cap check violation count at 0
* Max-slew violation count at 0
* Highest fanout seen on the critical path at 2
* Type of the worst setup path: input pin to primary output
* Total power of the final layout at a little under 0.00009 W
* Worst Setup Start Kind: input pin
* Number of standard cells reported by yosys at 28
* DR pass1 iterations at 4
* Slack of the critical path at -136 ps
* Overall chip area at approximately 6400 sq um
* Cell taking the most area after synthesis: sky130_fd_sc_hd__nand4_1
* Pin slew with the least headroom to its limit at between 100 and 150 ps
* Minimum setup slack after placement at -730 ps
* Antenna violations before repair at 0
* Leakage power at between 0.3 and 0.4 nW
* Slew headroom at 0.910
* Violated checks: negative setup slack
* Endpoint arrival time on the critical path at roughly 1400 ps
* Flip-flop and latch area at 0 sq um
* Share of the core filled by cells before placement at 0.0538
* PwrDens at between 100 and 150 nW/um^2
* Leftover overflow at the end of global routing at 0
* Sequential cell count at 0
* Number of vias per cell after detailed routing at about 3.3
* Routed length per placed instance at about 11 um
* Fraction of post-synthesis cell area in the top cell type by area at 0.102
* Total placed instance area at 484 sq um
* Startpoint of the lowest-slack hold path: instr[3]
* Result of the run: finished, violations left
* Routed wire length at 1330 um
* Met1 layer wirelength in the final routing at 635 um
* Top Layer Used: met3
* Crit path DRT at about 1300 ps
* Final setup violation count at 7
* Hold Vio Cnt, Final at 0
* Number of buffer cells added on primary ports at 22
* Wire length of the first global-routing pass at approximately 2000 um
* Post-Route Hold Slack at about 900 ps
* CP Launch Point: instr[1]
* WL met2 at 567 um
* Area growth, synth to finish at 266%
* Dominant cells by area after synthesis: sky130_fd_sc_hd__nand4_1 (10%), sky130_fd_sc_hd__nor3b_4 (10%), sky130_fd_sc_hd__nand4b_1 (9.5%)
* DRC errors left at 0
* Via count of the first global-routing pass at between 300 and 400
* Setup repair after global routing missed its margin: true
stage by stage:
step / std cells / util / TNS [ps]
floorplan: 28 / - / 0
global placement: 99 / 0.142 / -7170
detailed placement: 99 / 0.142 / -7220
CTS: 117 / 0.174 / -596
global route: 121 / 0.197 / -1160
finish: 121 / 0.197 / -565
cell type report:
cell class | instances | area [sq um]
repair buffers | 48 | 385
well taps | 46 | 57.6
fillers | 373 | 2740
multi-input cells | 24 | 219
inverters | 3 | 11.3
cells by family (layout without fill, tap and decap cells):
kind of cell / after synthesis / count (layout) / share of synthesized area
buf+inv: 4 / 51 / 0.102
mux: 1 / 1 / 0.0544
simple gates: 19 / 19 / 0.721
compound gates: 4 / 4 / 0.122
worst paths after layout:
path	endpoint	slack, ps	cells past startpoint
worst min-delay path	AluControl[1]	920	3
worst max-delay path	AluControl[1]	-140	5
routing by layer:
layer / GRT usage / vias to the layer above
li1: - / 200
met2: 0.0538 / 15
met1: 0.0521 / 186
met5: 0 / -
met4: 0 / 0
met3: 0.0125 / 0
cells in the final DEF, fill, tap and decap left out, types with 2 or more instances in the layout:
cell,netlist,final
sky130_fd_sc_hd__nand2_1,4,2
sky130_fd_sc_hd__nand2_2,0,2
sky130_fd_sc_hd__nand4_1,3,3
sky130_fd_sc_hd__nor3b_4,1,3
sky130_fd_sc_hd__nor2_4,0,2
sky130_fd_sc_hd__buf_4,1,20
sky130_fd_sc_hd__buf_6,0,13
sky130_fd_sc_hd__buf_2,0,12
sky130_fd_sc_hd__inv_1,3,2
sky130_fd_sc_hd__nand4b_1,2,2
critical path: stages:
cell,delay (ps)
sky130_fd_sc_hd__buf_6,90
sky130_fd_sc_hd__and4bb_4,330
sky130_fd_sc_hd__nand2_2,50
sky130_fd_sc_hd__or4_1,490
sky130_fd_sc_hd__buf_2,130
power breakdown:
| part | internal [W] | leakage (nW) | total (W) | switching [W] |
|---|---|---|---|---|
| registers | 0 | 0 | 0 | 0 |
| clock network | 0 | 0 | 0 | 0 |
| logic | 0.0000543 | 0.342 | 0.0000869 | 0.0000326 |
| total | 0.0000543 | 0.342 | 0.0000869 | 0.0000326 |
timing repair:
action | 4_1_cts | 5_1_grt
pin swaps | 19 | 9
buffers inserted | 18 | 4
hold endpoints to repair | 0 | 0
hold buffers | 0 | 0
resized | 90 | 21
setup endpoints to repair | 11 | 10
Power and IR drop assume default switching activity.
