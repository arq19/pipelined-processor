`flow/config.mk`:
```
export PLATFORM = sky130hd
export DESIGN_NAME = imem
export DESIGN_NICKNAME = imem
export VERILOG_FILES = /design/flow/design.v
export SDC_FILE = /design/flow/constraint.sdc
export NUM_CORES = 4
export LEC_CHECK = 1
export CORE_AREA = 10 10 70 70
export DIE_AREA = 0 0 80 80
export SYNTH_HDL_FRONTEND = slang
```
`flow/constraint.sdc`:
```
current_design imem

set clk_period 2.2
set clk_io_pct 0.2

create_clock -name clk0 -period $clk_period

set non_clock_inputs [all_inputs -no_clocks]
set_input_delay [expr $clk_period * $clk_io_pct] -clock clk0 $non_clock_inputs
set_output_delay [expr $clk_period * $clk_io_pct] -clock clk0 [all_outputs]
```
`flow/design.v`:
```
module imem #(parameter N = 32)
				(input logic [5:0] addr,
				output logic [N-1:0] q);
	logic [N-1:0] ROM [64];
	initial begin
		ROM = '{default:0};
		ROM[0:12] = '{
				32'h8b0403e0, 	 
				32'h00000000, 	 
			   32'h00000000, 	 
				32'h8b040001, 	 
				32'hf80003e0, 	 
				32'h00000000, 	 
				32'h8b040022, 	 
				32'hf80083e1, 	 
				32'h00000000, 	 
				32'h8b040043, 	 
				32'hf80103e2, 	 
				32'h00000000, 	 
				32'hf80183e3 	 
						};
	end
	assign q = ROM[addr];
endmodule
```
`flow/run.sh`:
```
#!/bin/bash
# OpenROAD 26Q1-2900-gdf79404cd8, Yosys 0.63+post, stock flow scripts
make -C /OpenROAD-flow-scripts/flow DESIGN_CONFIG=/design/flow/config.mk WORK_HOME=/design/flow/orfs finish
```
==> flow_summary.toml <==
# yosys + openroad results
[run_status]
outcome = "completed"

[synthesis]
common_cells = "buf_4, ha_1, a21oi_1, nand2_1"
ys_warn_count = 0
ys_cells = 68
synth_top_area_share = 0.3391
topCellsByArea = "buf_4, ha_1, a211oi_1"
top_cell = "buf_4"
ys_types = 25
synthCells = 68
yosys.area.top_type = "buf_4"
ys_chip_area_um2 = 509.2
syn_area_per_cell_um2 = 7.489
ys_seq_share = 0
synth.cell_area_um2 = 509.2

[global_route]
overflow = 0
antenna_found_initial = 0
grt_max_degree = 11
grt_pass1_wl_um = 2242
track_usage = 0.04087
grt_pass1_vias = 486

[power_and_ir_drop]
cellLeakagePower_uw = 0.0004128
powerDensity_mw_per_mm2 = 144.4
ir_drop_mv = 0.06234

[worst_setup_path]
cp.required_ns = 1.76
crit_fanout = 3
crit_buf_inv = 4
arrival_ns = 1.68
crit_type = "in -> out"
cpMostUsedCell = "dlygate4sd2_1"
start_kind = "input pin"
max_stage_delay_ns = 0.25
critPathSlowestCell = "dlygate4sd2_1"
cp_top_family = "buffers and inverters"
cp.depth = 7
path_cells = "dlygate4sd2_1 > inv_2 > ha_4 > buf_4 > nand2b_4 > a31oi_4 > dlygate4sd2_1"
end_kind = "output pin"

[route]
drc_errors = 0
firstDrtPassIters = 4
viasPerCell = 3.291
antenna_left = 0
first_iter_violations = 3
vias = 464
routedWlPerCell_um = 10.13
antenna_cells = 0
totalWireLength_um = 1428

[floorplan]
ios = 38
die-width_um = 80
core_mm2 = 0.003416
die_area_mm2 = 0.006400
initCoreUtil = 0.1491
fp-row-count = 21
die_h_um = 80

[job]
maxCapViolCount = 0
tool_warnings = 37

[timing]
rsz0062_at_grt = "false"
fin_crit_ns = 2.118
setup_violations = 0
period_used_share = 0.9627
hold_viol_final = 0
drv_slew = 0
fin_tns_setup_ns = 0
whs_ns = 1.488
clock.fmax_mhz = 472.2

[placed_design]
routabilityCongestion = 0.7390
portBuffers = 23

[layout]
n_fill_cell = 379
regArea_um2 = 0
clock_buffers = 0
area_delta_synth_final_pct = 70.76
final-comb-area_um2 = 484.2
drive_above_1_share = 0.4421
ff_count = 0

[worst_hold_path]
min_path_cells = 5
holdCritPathClass = "in -> out"
==> worst paths after layout <==
path / startpoint / end / slack [ns]
setup / recovery: addr[0] / q[9] / 0.08
hold / removal: addr[3] / q[30] / 1.49
==> stage by stage <==
| step | setup slack [ns] | area [µm²] | util | power (µW) | instances |
|---|---|---|---|---|---|
| 3_5_place_dp | -0.6362 | 744.5 | 0.2179 | 103.7 | 138 |
| 6_report | 0.08213 | 869.6 | 0.2546 | 125.5 | 141 |
| 3_3_place_gp | -0.6817 | 744.5 | 0.2179 | 103.7 | 138 |
| 4_1_cts | -0.01679 | 862.1 | 0.2524 | 123.4 | 141 |
| 2_1_floorplan | 0.3667 | 561.8 | - | 70.37 | 82 |
| 5_1_grt | 0.008411 | 869.6 | 0.2546 | 138.6 | 141 |
==> metal layers <==
layer	GRT usage	vias to the layer above	wire length (µm)
met5	0	-	0
met2	0.06742	19	665
li1	-	243	-
met3	0.01023	0	134
met4	0	0	0
met1	0.05537	202	628
==> layout by cell type (no fill, tap or decap) <==
| cell | instances |
|---|---|
| a21oi_2 | 2 |
| dlygate4sd2_1 | 16 |
| a211o_1 | 1 |
| a211oi_1 | 1 |
| inv_2 | 2 |
| a21oi_1 | 1 |
| nor2_4 | 1 |
| clkdlybuf4s15_1 | 1 |
| a31oi_4 | 1 |
| o21bai_1 | 1 |
| nand2_1 | 4 |
| nor2_1 | 2 |
| o21ai_4 | 1 |
| a311oi_2 | 2 |
| nor2b_2 | 1 |
| nor3b_2 | 1 |
| clkdlybuf4s15_2 | 1 |
| a211oi_2 | 2 |
| buf_6 | 3 |
| nand2b_1 | 2 |
| or2_4 | 1 |
| nand3_1 | 1 |
| clkdlybuf4s50_1 | 2 |
| o21ai_1 | 1 |
| a21oi_4 | 1 |
| ha_1 | 2 |
| nand2b_4 | 2 |
| and2_4 | 1 |
| buf_4 | 12 |
| nor2b_1 | 2 |
| ha_4 | 3 |
| mux2i_1 | 1 |
| clkbuf_2 | 3 |
| conb_1 | 15 |
| nor2b_4 | 2 |
==> power breakdown <==
part	internal (µW)	switching [µW]
logic	70.7	54.8
clock network	0	0
registers	0	0
total	70.7	54.8
==> logic make-up after synthesis <==
family                   count (synthesis)  synth area share
adder cells (fa/ha/maj)                  5            0.1229
other                                    1          0.007364
AND-OR/OR-AND                           14            0.2015
buffers and inverters                   27            0.3980
multiplexers                             1           0.01966
AND/OR/NAND/NOR                         20            0.2506
==> cell type report <==
class,count,share of cell area
Inverter,2,0.008633
Multi-Input combinational cell,55,0.5568
Tap cell,46,0.06619
Timing Repair Buffer,38,0.3683
==> timing repair <==
action | in CTS | in global routing
hold buffers | 0 | 0
setup endpoints to repair | 17 | 8
pin swaps | 11 | 4
gates resized | 47 | 9
setup buffers | 3 | 0
No activity file was given, so power comes from the tool's default toggle rates.
